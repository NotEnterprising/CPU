`/design/flow/design.v`:
```
`timescale 1ns / 1ps
module TC1(
    input clk,
    input reset,
    input [31:2] Addr,
    input WE,
    input [31:0] Din,
    output [31:0] Dout,
    output IRQ
    );
	reg [1:0] state;
	reg [31:0] mem [2:0];
	reg _IRQ;
	assign IRQ = mem[0][3] & _IRQ;
	assign Dout = mem[Addr[3:2]];
	wire [31:0] load = Addr[3:2] == 0 ? {28'h0, Din[3:0]} : Din;
	integer i;
	always @(posedge clk) begin
		if(reset) begin
			state <= 0; 
			for(i = 0; i < 3; i = i+1) mem[i] <= 0;
			_IRQ <= 0;
		end
		else if(WE) begin
			mem[Addr[3:2]] <= load;
		end
		else begin
			case(state)
				2'b00 : if(mem[0][0]) begin
					state <= 2'b01;
					_IRQ <= 1'b0;
				end
				2'b01 : begin
					mem[2] <= mem[1];
					state <= 2'b10;
				end
				2'b10  : 
					if(mem[0][0]) begin
						if(mem[2] > 1) mem[2] <= mem[2]-1;
						else begin
							mem[2] <= 0;
							state <= 2'b11;
							_IRQ <= 1'b1;
						end
					end
					else state <= 2'b00;
				default : begin
					if(mem[0][2:1] == 2'b00) mem[0][0] <= 1'b0;
					else _IRQ <= 1'b0;
					state <= 2'b00;
				end
			endcase
		end
	end
endmodule
```
`/design/flow/config.mk`:
```
export PLATFORM = sky130hd
export DESIGN_NAME = TC1
export DESIGN_NICKNAME = TC1
export VERILOG_FILES = /design/flow/design.v
export SDC_FILE = /design/flow/constraint.sdc
export NUM_CORES = 4
export LEC_CHECK = 1
export CORE_UTILIZATION = 40
```
`/design/flow/constraint.sdc`:
```
current_design TC1

set clk_period 5.9
set clk_io_pct 0.2

create_clock -name clk0 -period $clk_period [get_ports {clk}]

set non_clock_inputs [all_inputs -no_clocks]
set_input_delay [expr $clk_period * $clk_io_pct] -clock clk0 $non_clock_inputs
set_output_delay [expr $clk_period * $clk_io_pct] -clock clk0 [all_outputs]
```
`/design/flow/run.sh`:
```
#!/bin/bash
# OpenROAD 26Q1-2900-gdf79404cd8, Yosys 0.63+post, stock flow scripts
make -C /OpenROAD-flow-scripts/flow DESIGN_CONFIG=/design/flow/config.mk WORK_HOME=/design/flow/orfs finish
```
==> notes.md <==
run metrics: Cell area leaders=edfxtp_1 57%, mux4_2 11%, nor2_1 4.5%, critical path arrival=3.17 ns, Design Area, Final=8569 sq um, cell type with the largest total area=edfxtp_1, TritonCTS buffer count=17, PostCTS Resize Cnt=0, status=complete, no violations, vias in the first global route=5245, Unique cell types=54, number of enable flip-flop cells=128, slack of the critical path=1.546 ns, area of all sequential standard cells=3944 sq um, most frequent cell after synthesis=edfxtp_1, Synth Cell Area=6797 sq um, Area Growth Syn to Fin=26.09%, Slew headroom=0.4071, pwr dens=301.6 nW/um^2, Initial DRC Count=261, clock latency (worst-skew pair)=0.42 ns, height of the die=132.4 um, routed wire length=18250 um, Tool Warnings=54, ys cells=552, Post-CTS Repair Setup Buffers=0, placed cell areas=7896 sq um, DIE AREA=17520 sq um, CTS clk-pin slew, worst paths=0.06 ns, yosys warning tally=1, Synth top area share=0.5655, Comb gate area=2811 sq um, Seq share, synth=0.5803, initial antenna violation count=0, required time of the worst setup path=4.72 ns, crit path max fanout=24, via count=4932, clk sinks=133, first-pass GRT wire length=29210 um, Max IR drop VDD=0.0002772 V, RSZ-0062 raised after global routing=no, pre-CTS setup slack=1.508 ns, largest net degree at the start of global routing=34, row cnt=47, max cap viols=0, final setup fails=0, top_reg_cell synth=edfxtp_1, crit path capture=Dout[22], gp weighted congestion=0.8407, Hold Path Class=flop to flop, n_diodes=0, fillers=1410, Startpoint Class=primary input, number of buffers added on ports=69, proportion of layout cells with a drive suffix above 1=0.1571, area of the core=16580 sq um, Tmin final=4.354 ns, H-tree Lvls=4, 1st-pass router iterations=5, setup TNS=0 ns, DR DRC count=0, Die Wd=132.4 um, CP Capture Type=output pin, commonest cells in the synthesized netlist=128 x edfxtp_1, 81 x nor2_1, 43 x nand2_1, ys async rst share=0, Seq cells post-synth=133, vias per std cell=5.592, Antenna Nets Post-Route=0, final worst-path cycle share=0.7380, CP startpoint=Addr[2], maximum clock path buffer count=2, FMAX=0.2296 GHz, clock skew=0.007938 ns, CTS tree=yes, mean post-synth cell area=12.31 sq um, Core Util, Final=0.5168, Mapped Cells=552, Yosys chip area=6797 sq um, Setup CP Type=primary input to output pin, Wirelength per Cell=20.69 um, R2R cell count=6, R2R Path End=mem[3][25]$_DFFE_PP_, DP HPWL=11300 um, worst-margin pin slew=0.8893 ns, max-slew violation count=0, # IOs=98, LEAKAGE=3.164 nW, clock tree root driver cell=clkbuf_16, r2r startpoint=mem[2][16]$_SDFFCE_PN0P_, setup slack, reg-to-reg=3.06 ns, fp util=0.4098, Hold Vio Cnt, Final=0, Tot GR Track Use=0.2385, gr ovfl total=0, hold bufs inserted after CTS=0
==> how the worst min path moves through the flow <==
stage,slack (ns),end,depth (start not counted),start
6_report,0.45,state[3]$_DFF_P_,2,state[3]$_DFF_P_
4_1_cts,0.45,state[3]$_DFF_P_,2,state[3]$_DFF_P_
5_1_grt,0.48,state[3]$_DFF_P_,2,state[3]$_DFF_P_
==> report_power, final <==
part / switching (mW) / internal [mW] / leakage [nW]
clock network: 0.392 / 0.803 / 0.319
registers: 0.0314 / 1.10 / 1.31
logic: 0.127 / 0.137 / 1.53
total: 0.550 / 2.03 / 3.16
==> layout by cell type, fill, tap and decap left out, types with 18 or more instances in the layout <==
master and n:
xor2_1 19, nor2_1 81, mux4_2 32, a21oi_1 20
buf_4 18, nand3_1 30, nand2_1 43, edfxtp_1 128
nor3_1 23, conb_1 28, clkdlybuf4s50_1 67
==> layer usage <==
layer  global-route usage  part of all wire
met1               0.3481              0.41
met2               0.3591              0.47
met3               0.1127              0.11
met4              0.03129             0.014
met5                    0                 0
==> cell type report <==
type | instances | area share
repair buffers | 88 | 0.09753
inverters | 8 | 0.003504
well taps | 220 | 0.03212
clock inverters | 13 | 0.02687
flip-flops and latches | 133 | 0.4602
clock buffers | 19 | 0.05169
multi-input cells | 401 | 0.3281
==> per-stage QoR <==
| stage | hold slack [ns] | power (mW) | instances |
|---|---|---|---|
| final | 0.4500 | 2.585 | 882 |
| after CTS | 0.4548 | 2.602 | 882 |
| after global placement | 0.4384 | 1.407 | 850 |
| after global routing | 0.4760 | 2.673 | 882 |
| after detailed placement | 0.4469 | 1.409 | 850 |
| after floorplan | 0.4233 | 1.278 | 579 |
==> critical path, cell delays in order <==
cell and delay, ns:
buf_2 0.39, buf_4 0.54, mux4_2 0.62, clkdlybuf4s50_1 0.43
==> state kept, by name (all words and copies together), names as in the netlist <==
name   cells
_IRQ       1
mem      128
state      4
==> kinds of logic after synthesis <==
group / share of synthesized area
flip-flops: 0.5803
adder cells (fa/ha/maj): 0.003681
AND/OR/NAND/NOR: 0.1869
buffers and inverters: 0.02614
other: 0.0005518
AND-OR/OR-AND: 0.06020
multiplexers: 0.1075
XOR/XNOR: 0.03479
Power figures rest on the tool's default switching activity, not on a simulated workload.
