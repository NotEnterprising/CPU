$ cat /design/flow/run.sh
#!/bin/bash
# OpenROAD 26Q1-2900-gdf79404cd8, Yosys 0.63+post, stock flow scripts
make -C /OpenROAD-flow-scripts/flow DESIGN_CONFIG=/design/flow/config.mk WORK_HOME=/design/flow/orfs finish
$ cat /design/flow/config.mk
export PLATFORM = sky130hd
export DESIGN_NAME = TC0
export DESIGN_NICKNAME = TC0
export VERILOG_FILES = /design/flow/design.v
export SDC_FILE = /design/flow/constraint.sdc
export NUM_CORES = 4
export LEC_CHECK = 1
export CORE_UTILIZATION = 30
$ cat /design/flow/constraint.sdc
current_design TC0

set clk_period 7.3
set clk_io_pct 0.2

create_clock -name clk0 -period $clk_period [get_ports {clk}]

set non_clock_inputs [all_inputs -no_clocks]
set_input_delay [expr $clk_period * $clk_io_pct] -clock clk0 $non_clock_inputs
set_output_delay [expr $clk_period * $clk_io_pct] -clock clk0 [all_outputs]
$ cat /design/flow/design.v
`timescale 1ns / 1ps
module TC0(
    input clk,
    input reset,
    input [31:2] Addr,
    input WE,
    input [31:0] Din,
    output [31:0] Dout,
    output IRQ
    );
	reg [1:0] state;
	reg [31:0] mem [2:0];
	reg _IRQ;
	assign IRQ = mem[0][3] & _IRQ;
	assign Dout = mem[Addr[3:2]];
	wire [31:0] load = Addr[3:2] == 0 ? {28'h0, Din[3:0]} : Din;
	integer i;
	always @(posedge clk) begin
		if(reset) begin
			state <= 0; 
			for(i = 0; i < 3; i = i+1) mem[i] <= 0;
			_IRQ <= 0;
		end
		else if(WE) begin
			mem[Addr[3:2]] <= load;
		end
		else begin
			case(state)
				2'b00 : if(mem[0][0]) begin
					state <= 2'b01;
					_IRQ <= 1'b0;
				end
				2'b01 : begin
					mem[2] <= mem[1];
					state <= 2'b10;
				end
				2'b10  : 
					if(mem[0][0]) begin
						if(mem[2] > 1) mem[2] <= mem[2]-1;
						else begin
							mem[2] <= 0;
							state <= 2'b11;
							_IRQ <= 1'b1;
						end
					end
					else state <= 2'b00;
				default : begin
					if(mem[0][2:1] == 2'b00) mem[0][0] <= 1'b0;
					else _IRQ <= 1'b0;
					state <= 2'b00;
				end
			endcase
		end
	end
endmodule
==> results.py <==
# Physical implementation metrics
metrics = {
    "outcome": {
        "status": "completed",
    },
    "finish": {
        "drive_gt1_share_pct": 15.3,
        "final_area_sq_um": 8560,
        "fin_cells": 943,
        "area_growth_pct": 25.9,
        "fin_util_pct": 38.8,
    },
    "detailed_routing": {
        "drt_iter0_drc": 347,
        "drtPass1Iterations": 17,
        "drtAntennaViolNets": 0,
        "wl_met3_mm": 1.63,
        "wl_met2_mm": 8.70,
        "drt-met1-wl_mm": 7.82,
        "avgViaCountPerCell": 5.12,
        "via_count": 4828,
        "drc_errors": 0,
        "top_layer": "met4",
        "routedWlPerCell_microns": 19.5,
        "wl_mm": 18.4,
    },
    "sta": {
        "fin_crit_ps": 4980,
        "setup_viol": 0,
        "maxSlewHeadroom_pct": 45.8,
        "setup-tns-final_ps": 0,
        "finalClockSkew_ps": 6.72,
        "hold_violations": 0,
        "fmax_mhz": 201,
        "fin_crit_sh_pct": 68.2,
        "tightest_slew_ps": 810,
        "maxSlewViolCount": 0,
        "rsz0062_at_grt": "no",
    },
    "global_routing": {
        "antenna_found_initial": 0,
        "grt_max_degree": 40,
        "grt_pass1_vias": 4945,
        "grt_pass1_wl_mm": 28.6,
        "grt_remaining_overflow": 0,
        "gr-usage-all-layers_pct": 17.3,
    },
    "yosys": {
        "syn_area_sq_um": 6800,
        "syn_inst": 552,
        "numSynthFlops": 133,
        "async_reset_ff_share_pct": 0,
        "top_cell_area_share_pct": 56.6,
        "ys_warn_count": 1,
        "ys_types": 54,
        "syn_avg_cell_area_sq_um": 12.3,
        "yosys-top-cells-area": "edfxtp_1 (57%), mux4_2 (11%), nor2_1 (4.5%)",
        "flop_cell": "edfxtp_1",
        "yosysSeqAreaShare_pct": 58.0,
        "ys_cells": 552,
        "ys_area_sq_um": 6800,
        "edf_count": 128,
        "top_area_cell": "edfxtp_1",
    },
    "floorplanning": {
        "fp.dieW_microns": 153,
        "num_rows": 54,
        "io_pins": 98,
        "coreArea_sq_um": 22000,
        "fp_util_pct": 30.9,
        "die_h_microns": 153,
        "die_area_sq_um": 23300,
    },
    "setup_path": {
        "end_kind": "output port",
        "worstSetupPathType": "input pin to output port",
        "crit_path_start_kind": "input pin",
        "critPathRequiredTime_ps": 5840,
        "crit_path_max_fanout": 21,
        "reg2reg_slack_ps": 4500,
        "rr_startpoint": "mem[2][5]$_SDFFCE_PN0P_",
        "r2r_cells": 6,
        "cp.arrival_ps": 3520,
        "reg2reg_to": "mem[2][10]$_SDFFCE_PN0P_",
    },
    "place": {
        "io_buffers": 69,
        "gp_congestion": 0.822,
        "post_dp_cell_area_sq_um": 7960,
        "dp_hpwl_mm": 11.5,
        "place_inst": 910,
    },
    "power_and_ir_drop": {
        "cellPowerDensity_nw_per_um2": 233,
        "irDropWorstVdd_v": 0.000146,
        "power.leakage_nw": 3.14,
    },
    "min_path": {
        "min_delay_worst_endpoint": "state[3]$_DFF_P_",
        "hold_depth": 2,
        "worstHoldStart": "state[3]$_DFF_P_",
        "hp-class": "flop to flop",
    },
    "clocking": {
        "cts_max_level": 4,
        "cts_resized": 0,
        "cts_tree": "done",
        "cts_setup_buffers": 0,
        "holdBufCountCts": 0,
        "cts_made_buffers": 17,
        "clkTransAtPathRegs_ps": 50,
        "clk_path_buf_depth": 2,
        "clk_latency_ps": 420,
        "root_buffer": "clkbuf_16",
        "cts.sinks": 133,
    },
    "job": {
        "tool_warnings": 54,
        "maxCapViolations": 0,
    },
}
[placed cells by master (no fill, tap or decap), drive strengths merged, types with 2 or more instances in the layout]
cell type and instances:
nand4 4, nor2 82, xnor2 8, buf 21
a31oi 4, bufinv 4, a221oi 9, conb 28
clkbuf 19, nand2b 3, ha 2, nor3 24
xor2 19, o211ai 3, o31ai 2, mux4 32
or4 6, nand2 43, a21oi 20, dfxtp 5
inv 8, nand3 30, o21ai 6, or2 6
or3 6, clkinv 9, clkdlybuf4s50 67, and3 12
a32o 2, nor4 18, and2 14, and4 2
edfxtp 128
[area by class of cell]
| cell class | count | area (sq um) |
|---|---|---|
| Antenna cell | 1 | 2.50 |
| Timing Repair Buffer | 88 | 823 |
| Multi-Input combinational cell | 401 | 2810 |
| Inverter | 8 | 30.0 |
| Clock inverter | 13 | 163 |
| Sequential cell | 133 | 3940 |
| Tap cell | 280 | 350 |
| Fill cell | 2101 | 13500 |
| Clock buffer | 19 | 433 |
[stage by stage]
stage	setup WS [ps]	hold WS, ps	power, W
after floorplan	2210	423	0.00103
after global placement	2310	433	0.00114
after detailed placement	2290	444	0.00114
after CTS	2290	452	0.00201
after global routing	2170	462	0.00207
final	2320	452	0.00199
[synthesized netlist by cell type (4+ instances only)]
cell,count
or4_1,6
nor3_1,24
nor4_2,4
or2_2,5
edfxtp_1,128
a21oi_1,20
nand3_1,30
or3_1,6
dfxtp_1,5
mux4_2,32
xnor2_1,8
nand2_1,43
and2_1,14
nor4_1,13
nand4_1,4
and3_1,12
nor2_1,81
xor2_1,19
inv_1,8
a221oi_1,9
buf_1,4
o21ai_0,4
clkbuf_1,31
[power breakdown]
part	total (W)	leakage [nW]	switching, W	internal (W)
logic	0.000213	1.53	0.000103	0.000110
clock network	0.000869	0.299	0.000305	0.000564
registers	0.000911	1.31	0.0000252	0.000885
[flip-flops by register name, summed over array words and instances (netlist names)]
signal and cells:
_IRQ 1, mem 128, state 4
[critical path: stages]
cell and delay (ps):
buf_2 460, buf_4 510, mux4_2 620, clkdlybuf4s50_1 440
[routing by layer]
| layer | GRT usage (%) | vias up |
|---|---|---|
| met5 | 0 | - |
| met3 | 6.87 | 17 |
| li1 | - | 2276 |
| met1 | 24.8 | 2330 |
| met2 | 26.7 | 205 |
| met4 | 2.26 | 0 |
[worst max-delay path by stage]
| stage | cells after the start | endpoint | slack (ps) | startpoint |
|---|---|---|---|---|
| global route | 4 | Dout[14] | 2170 | Addr[2] |
| finish | 4 | Dout[14] | 2320 | Addr[2] |
| CTS | 4 | Dout[22] | 2290 | Addr[2] |
[cell families after synthesis]
| logic type | share of synthesized area (%) |
|---|---|
| multiplexers | 10.8 |
| AND-OR/OR-AND | 6.02 |
| AND/OR/NAND/NOR | 18.7 |
| buffers and inverters | 2.61 |
| other | 0.0552 |
| XOR/XNOR | 3.48 |
| flip-flops | 58.0 |
| adder cells (fa/ha/maj) | 0.368 |
Power and IR drop assume default switching activity.
